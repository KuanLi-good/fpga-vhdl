File: ./design.v
module alu(ALU_in1, ALU_in2, op, ALU_out);
  input [15:0] ALU_in1, ALU_in2;
  output reg[15:0] ALU_out;
  input [1:0] op;
  wire [16:0] res;
  assign res = {1'b0,ALU_in1[15:0]} + {1'b0,ALU_in2[15:0]};
  always @(op, ALU_in1, ALU_in2) begin
    if (op == 2'b00)  begin
		ALU_out = ALU_in1[15:0] + ALU_in2[15:0];
	 end
	 else if (op == 2'b01)
		ALU_out = ALU_in1 ^ ALU_in2;
  end
endmodule
module control_unit(
	func, clk, new_func,
	reg_sig, A_in, G_in, G_out, data_in, op, state, data, pc);
  input [24:0] func;
  input clk, new_func;
  output reg[15:0] reg_sig = 16'b0000_0000_0000_0000;
  output reg[1:0] op;
  output reg pc,data_in, A_in, G_in, G_out;
  output reg[15:0] data = 16'b0000_0000_0000_0000;
  reg [4:0] cur_state = 5'b00000;
  wire [4:0] next_state;
  output [4:0] state;
  reg port1_in, port1_out, port2_in, port2_out;
  reg [2:0] op1, op2;
  fsm my_fsm(.cur(cur_state), .next(next_state), .func(func), .new_func(new_func));
  assign state = cur_state;
  always @(func) begin
		op1 = func[21:19];
      op2 = func[18:16];
		data = func[15:0];
  end
  always @(op1, port1_in, port1_out,op2, port2_in, port2_out) begin
	 case(op2) 
				3'b000: begin
					reg_sig[15] = port2_in;
					reg_sig[14] = port2_out;
				end
				3'b001: begin
					reg_sig[13] = port2_in;
					reg_sig[12] = port2_out;
				end
				3'b010: begin
					reg_sig[11] = port2_in;
					reg_sig[10] = port2_out;
				end
				3'b011: begin
					reg_sig[9] = port2_in;
					reg_sig[8] = port2_out;
				end
				3'b100: begin
					reg_sig[7] = port2_in;
					reg_sig[6] = port2_out;
				end
				3'b101: begin
					reg_sig[5] = port2_in;
					reg_sig[4] = port2_out;
				end
				3'b110: begin
					reg_sig[3] = port2_in;
					reg_sig[2] = port2_out;
				end
				3'b111: begin
					reg_sig[1] = port2_in;
					reg_sig[0] = port2_out;
				end
		endcase
		     case(op1) 
		3'b000: begin
			reg_sig[15] = port1_in;
			reg_sig[14] = port1_out;
		end
		3'b001: begin
			reg_sig[13] = port1_in;
			reg_sig[12] = port1_out;
		end
		3'b010: begin
			reg_sig[11] = port1_in;
			reg_sig[10] = port1_out;
		end
		3'b011: begin
			reg_sig[9] = port1_in;
			reg_sig[8] = port1_out;
		end
		3'b100: begin
			reg_sig[7] = port1_in;
			reg_sig[6] = port1_out;
		end
		3'b101: begin
			reg_sig[5] = port1_in;
			reg_sig[4] = port1_out;
		end
		3'b110: begin
			reg_sig[3] = port1_in;
			reg_sig[2] = port1_out;
		end
		3'b111: begin
			reg_sig[1] = port1_in;
			reg_sig[0] = port1_out;
		end
    endcase
  end
  always @(posedge clk) begin
	 A_in = 1'b0; 
	 G_in = 1'b0;
	 G_out = 1'b0;
	 data_in = 1'b0;
	 op = 2'b0;
	 port1_in = 1'b0;
	 port1_out = 1'b0;
	 port2_in = 1'b0;
	 port2_out = 1'b0;
	 pc = 1'b0;
    case(next_state)
	 5'b00000:
		cur_state = next_state;
	 5'b00001:
		cur_state = next_state;
	 5'b00010:
		cur_state = next_state;
    5'b00011:
      begin
        port1_out = 1'b1;
		  A_in = 1'b1;
		  cur_state = next_state;
      end
    5'b00100:
      begin
        port2_out = 1'b1;
		  G_in = 1'b1;
		  op = 2'b00;
		  cur_state = next_state;
      end
	 5'b00101:
		begin
		  G_out = 1'b1;
		  port1_in = 1'b1;
		  cur_state = next_state;
		  pc = 1'b1;
		end	
	 5'b00110:
		begin
		  data_in = 1'b1;
		  port1_in = 1'b1;
		  cur_state = next_state;
		  pc = 1'b1;
		end
	 5'b00111:
		begin
		  port2_out = 1'b1;
		  port1_in = 1'b1;
		  cur_state = next_state;
		  pc = 1'b1;
		end
	 5'b01000:
		begin
			port1_out = 1'b1;
			A_in = 1'b1;
			cur_state = next_state;
		end
	 5'b01001:
		begin
			port2_out = 1'b1;
			G_in = 1'b1;
			op = 2'b01;
			cur_state = next_state;
		end
	 5'b01010:
		begin
			G_out = 1'b1;
			port1_in = 1'b1;
			cur_state = next_state;
			pc = 1'b1;
		end
    endcase
  end
endmodule
module datapath(clk, op, reg_sig, data_in, A_in, G_in, G_out, data, bus_output, addr, pc_enabled, reg_dis, reg_val);
  input pc_enabled, clk;
  input [1:0] op;
  output [15:0] bus_output;
  input [15:0] reg_sig;
  wire [15:0] bus;
  input [15:0] data;
  output [15:0] addr;
  reg[15:0] ph_in;
  assign bus_output = bus;
  input data_in, A_in, G_out, G_in;
  wire [15:0] w0, w1, w2, w3, w4, w5, w6, w7;
  wire
  [15:0] ALU_in, ALU_out, G_output;
  input [2:0] reg_dis;
  output reg [15:0] reg_val;
  reg [15:0] next_addr = 16'b0000_0000_0000_0000;
  always @(negedge clk) begin
	if(pc_enabled) begin
		next_addr = next_addr + 16'b0000_0000_0000_0001;
	end
  end
  always @(posedge clk) begin
   case(reg_dis)
		3'b000:
			reg_val = w0;
		3'b001:
			reg_val = w1;
		3'b010:
			reg_val = w2;
		3'b011:
			reg_val = w3;
		3'b100:
			reg_val = w4;
		3'b101:
			reg_val = w5;
		3'b110:
			reg_val = w6;
		3'b111:
			reg_val = w7;
	endcase
  end
  register a(.D(bus), .clk(clk), .enable(A_in),.Q(ALU_in));
  register g(.D(ALU_out), .clk(clk), .enable(G_in), .Q(G_output));
  tri_buf g_tri(.a(G_output), .b(bus), .enable(G_out));
  alu my_alu(.ALU_in1(ALU_in), .ALU_in2(bus), .op(op), .ALU_out(ALU_out));
  tri_buf data_tri(.a(data),.b(bus),.enable(data_in));
  register r0(.D(bus), .clk(clk), .enable(reg_sig[15]), .Q(w0));
  register r1(.D(bus), .clk(clk), .enable(reg_sig[13]), .Q(w1));
  register r2(.D(bus), .clk(clk), .enable(reg_sig[11]), .Q(w2));
  register r3(.D(bus), .clk(clk), .enable(reg_sig[9]), .Q(w3));
  register r4(.D(bus), .clk(clk), .enable(reg_sig[7]), .Q(w4));
  register r5(.D(bus), .clk(clk), .enable(reg_sig[5]), .Q(w5));
  register r6(.D(bus), .clk(clk), .enable(reg_sig[3]), .Q(w6));
  register r7(.D(bus), .clk(clk), .enable(reg_sig[1]), .Q(w7));
  register pc(.D(next_addr), .clk(clk), .enable(1'b1), .Q(addr));
  tri_buf t0(.a(w0),.b(bus), .enable(reg_sig[14]));
  tri_buf t1(.a(w1),.b(bus), .enable(reg_sig[12]));
  tri_buf t2(.a(w2),.b(bus), .enable(reg_sig[10]));
  tri_buf t3(.a(w3),.b(bus), .enable(reg_sig[8]));
  tri_buf t4(.a(w4),.b(bus), .enable(reg_sig[6]));
  tri_buf t5(.a(w5),.b(bus), .enable(reg_sig[4]));
  tri_buf t6(.a(w6),.b(bus), .enable(reg_sig[2]));
  tri_buf t7(.a(w7),.b(bus), .enable(reg_sig[0]));
endmodule
module fsm(cur, next, func, new_func);
  input [4:0] cur;
  output reg[4:0] next;
  input [24:0] func;
  input new_func;
  always @(cur, next, new_func, func) begin
    case(cur)
      5'b00000: next = 5'b00001;
		5'b00001: begin
			if(new_func == 1'b1) next = 5'b00010;
		end
      5'b00010: begin
        if(func[24:22] == 3'b010)
          next = 5'b00011;
        else if(func[24:22] == 3'b000)
          next = 5'b00110;
		  else if(func[24:22] == 3'b001)
		    next = 5'b00111;
		  else if(func[24:22] == 3'b011)
			 next = 5'b01000;
      end
		5'b00011: next = 5'b00100;
		5'b00100: next = 5'b00101;
		5'b00101: next = 5'b00001;  
		5'b00110: next = 5'b00001;
		5'b00111: next = 5'b00001;
		5'b01000: next = 5'b01001;
		5'b01001: next = 5'b01010;
		5'b01010: next = 5'b00001;
		default: next = 5'b00000;
    endcase
  end
endmodule
module processor(func, new_func, clk,cur_state, bus, dat, ous, mem_enable, mem_out, reg_dis, reg_val);
  input [24:0] func;
  input clk, new_func, mem_enable;
  wire [1:0] op;
  wire data_in, A_in, G_in, G_out;
  output [4:0] cur_state;
  output [15:0] bus;
  wire [15:0] reg_sig;
  wire [15:0] data;
  output [15:0] dat;
  output reg[19:0] ous;
  wire [15:0] addr;
  wire pc_enable;
  output [24:0] mem_out;
  reg [24:0] func_in;
  reg new_ins;
  input [2:0] reg_dis;
  output [15:0] reg_val;
  always @(negedge clk)begin
		ous = {data_in, A_in, G_in, G_out, reg_sig};
  end
  assign dat = data;
	always @(mem_enable, func, mem_out, new_func) begin
		if(mem_enable) begin
			func_in = mem_out;
			new_ins = 1'b1;
		end
		else begin
			func_in = func;
			new_ins = new_func;
		end
	end
  control_unit control(
	.func(func_in), .clk(clk), .new_func(new_ins),
	.reg_sig(reg_sig), .A_in(A_in), .G_in(G_in), .G_out(G_out), 
	.data_in(data_in), .op(op), .state(cur_state),.data(data), .pc(pc_enable));
	datapath path(.clk(clk), .op(op), .reg_sig(reg_sig), .data_in(data_in)
	, .A_in(A_in), .G_out(G_out),.G_in(G_in), .data(data), .bus_output(bus),.pc_enabled(pc_enable), .addr(addr),
	.reg_dis(reg_dis), .reg_val(reg_val));
	rom ram(.addr(addr[2:0]), .clk(clk), .enable(pc_enable), .data_out(mem_out));
endmodule
module register(D, clk, enable, Q);
  input [15:0] D;
  input clk, enable;
  output reg[15:0] Q;
  always @(negedge clk) begin
		if(enable == 1'b1)
			Q <= D;
  end
endmodule
module rom(addr, clk, enable, data_out);
	input [2:0] addr;
	output reg [24:0] data_out;
	input clk, enable;
	reg[31:0] mem [7:0];
	reg[15:0] data_0 = 16'b0000_0000_0000_0000;
	reg[15:0] data_1 = 16'b0000_0000_0000_0001;
	reg[15:0] data_3 = 16'b0000_0000_0000_0011;
	reg [31:0] def;
	reg[6:0] padding = 7'b0000_000;
	always @(posedge clk) begin
	   def = {padding, 9'b000_000_000, data_0}; 
		mem[0] <= {padding, 9'b000_010_000, data_1};  
		mem[1] <= {padding, 9'b000_001_000, data_1};  
		mem[2] <= {padding, 9'b010_010_001, data_0};  
		mem[3] <= {padding, 9'b011_010_001, data_0};  
		mem[4] <= {padding, 9'b001_111_001, data_0};  
		mem[5] <= {padding, 9'b000_000_000, data_0};
		mem[6] <= {padding, 9'b000_000_000, data_0};
		mem[7] <= {padding, 9'b000_000_000, data_0};
		data_out[24:0] = mem[addr][24:0];
	end
endmodule
module tri_buf (a,b,enable);
  input[15:0] a;
  output reg[15:0] b;
  input enable;
  always @(enable) begin
    if(enable) begin
      b = a;
    end else begin
      b = 16'bzzzz_zzzz_zzzz_zzzz;
    end
  end
endmodule
File: ./run.sh
#!/bin/bash
# OpenROAD 26Q1-2900-gdf79404cd8, Yosys 0.63+post, stock flow scripts
make -C /OpenROAD-flow-scripts/flow DESIGN_CONFIG=/design/flow/config.mk WORK_HOME=/design/flow/orfs finish
File: ./config.mk
export PLATFORM = sky130hd
export DESIGN_NAME = processor
export DESIGN_NICKNAME = processor
export VERILOG_FILES = /design/flow/design.v
export SDC_FILE = /design/flow/constraint.sdc
export NUM_CORES = 4
export LEC_CHECK = 1
export CORE_UTILIZATION = 30
File: ./constraint.sdc
current_design processor

set clk_period 1.1
set clk_io_pct 0.2

create_clock -name clk0 -period $clk_period [get_ports {clk}]

set non_clock_inputs [all_inputs -no_clocks]
set_input_delay [expr $clk_period * $clk_io_pct] -clock clk0 $non_clock_inputs
set_output_delay [expr $clk_period * $clk_io_pct] -clock clk0 [all_outputs]
==> results.toml <==
# implementation run metrics
[synth]
yosys.area_share.adder = 0.00455
yosys_area_sq_um = 2750
edf_count = 7
synthMuxAreaShare = 0.102
ys_sh_aoi = 0.0706
simple_gate_share = 0.162
ys_async_sr_fraction = 0
largest_area_cell = "dfxtp_1"
most_common_cell = "buf_4"
ys.flop_type = "dfxtp_1"
synthesis.area_sq_um = 2750
xor_share = 0.0128
synth.yosys.num_cells = 269
ys_top_logic_family = "buffers and inverters"
ys_types = 51
synth_warnings = 74
top_area_frac = 0.262
synth.area.top_cells = "dfxtp_1 (26%), buf_4 (18%), dlxtn_1 (11%), edfxtp_1 (7.7%), mux2_2 (5.7%)"
common_cells = "buf_4 (67), dfxtp_1 (36), dlxtn_1 (20)"
ys_ff = 63
synth_cells = 269
avgSynthCellArea_sq_um = 10.2

[pwr]
p_leak_nw = 1.60
ir_drop_mv = 0.576
power_density_nw_per_um2 = 1070
power.total_mw = 3.53

[place]
place_congestion = 0.811
portBuffers = 42
hpwl_um = 3500
dp_cells = 430
dpl_worst_slack_ps = -414
dpl_cell_area_sq_um = 3150

[timing]
finalWorstSetupSlack_ps = -432
tightestPinTransition_ps = 531
setup_viol_count_final = 30
slew_headroom = 0.642
hold_viol_final = 0
unclocked_regs = 20
rsz0062_at_grt = "true"
slew_violations = 0
setup-tns-final_ps = -9830
fin_skew_ps = 61.5
untimed_endpoints = 50
whs_ps = 382

[final_layout]
area_growth_pct = 20.5
layout-drive-gt1-share = 0.239
num-fill-cells = 872
fin_util = 0.376
final_cells = 464
design_area_sq_um = 3310

[status]
violations = "setup timing"
status = "finished, violations left"

[global_routing]
grt_pass1_vias = 1616
grt_pass1_wl_um = 7620
grt-ovfl-total = 0
grt_max_degree = 33
met2_usage = 0.165
grt.busiest_layer = "met2"
antenna_found_initial = 0
grt_usage = 0.100
grt_use_met3 = 0.0190
met1_usage = 0.144

[critical_path]
critPathCaptureType = "primary output"
max_stage_delay_ps = 310
cp.required_ps = 880
critical_path_class = "reg2out"
critical-path-top-delay-family = "flip-flops"
cpMaxStageDelayCell = "dfxtp_2"
cp-start-kind = "register"
cp.buffers_inverters = 1
crit_chain = "buf_2"
worstPathArrival_ps = 1310
critPathMaxFanout = 1

[drt]
drt_first_pass_iters = 26
drt-vias-per-instance = 4.15
drtAntennaViolNets = 0
drc = 0
drtIter0Drc = 47
wl_per_cell_um = 10.5
vias = 1925
diodes = 0
drt-total-wl_um = 4860

[clock_network]
cts_tree = "built"
clock_latency_ps = 360
postCtsHoldBufs = 0
max-clock-path-buffers = 2
numCtsBuffers = 5
cts_max_level = 2
ctsRootBufferMaster = "clkbuf_8"
path_clk_slew_ps = 40

[floorplanning]
fp.dieH_um = 97.7
fp_util = 0.312
rows = 34
ios = 129
die_w_um = 97.7
core_sq_um = 8810
die_area_sq_um = 9550

[hold_path]
hp-class = "reg2reg"

[flow_run]
tool_warnings = 73
maxCapViolCount = 0
state kept, by name, indices dropped and copies added (netlist names), 3 cells and up:
| signal | count |
|---|---|
| control.my_fsm.next | 4 |
| control.cur_state | 4 |
| control.reg_sig | 16 |
| ram.data_out | 7 |
| path.next_addr | 3 |
| path.pc.Q | 3 |
| ous | 20 |
cell type report:
cell class,count,area (sq um),share of cell area
clock buffers,5,68.8,0.0208
well taps,108,135,0.0408
multi-input cells,196,1260,0.379
inverters,5,18.8,0.00567
repair buffers,58,435,0.132
clock inverters,29,143,0.0431
flip-flops and latches,63,1250,0.379
report_power, final:
group / switching, mW / internal (mW)
combinational: 0.100 / 0.122
clock: 0.823 / 0.810
sequential: 0.0153 / 1.66
total: 0.938 / 2.59
worst paths after layout:
| kind | start | end | slack, ps | depth (start not counted) |
|---|---|---|---|---|
| max reg2reg | path.pc.Q[2] | ram.data_out[16] | -330 | 2 |
| min | path.next_addr[1] | path.pc.Q[1] | 380 | 0 |
| min reg2reg | path.next_addr[1] | path.pc.Q[1] | 380 | 0 |
| max | ous[18] | ous[18] | -430 | 1 |
metal layers:
layer,vias up,share of wire
li1,975,-
met1,878,0.46
met2,66,0.47
met3,6,0.053
met4,0,0.017
met5,-,0
logic make-up after synthesis:
family,after synthesis
AND-OR/OR-AND,29
XOR/XNOR,4
adder cells (fa/ha/maj),1
buffers and inverters,76
flip-flops,43
latches,20
multiplexers,26
other,1
AND/OR/NAND/NOR,69
what timing repair did:
action,in CTS,in global routing
setup endpoints to repair,41,36
endpoints found under the hold margin,0,0
resized,103,6
buffers inserted,0,2
pin swaps,2,0
layout by cell type, fill, tap and decap left out, types with 8 or more instances in the layout:
cell type / synthesis / final
nor2_1: 11 / 10
inv_1: 6 / 31
dfxtp_2: 0 / 9
mux2_2: 14 / 14
a21oi_1: 9 / 9
nor2b_1: 9 / 8
conb_1: 1 / 67
clkdlybuf4s50_1: 0 / 11
buf_4: 67 / 12
dlxtn_1: 20 / 20
dfxtp_1: 36 / 24
nand2b_1: 11 / 11
mux2i_1: 11 / 11
buf_2: 2 / 24
