==> design/flow/design.v <==
module my_xor(in1, in2, res);
  input in1, in2;
  output res;
  assign res = in1 ^ in2;
endmodule
module threeBit_xor(a,b,res);
		input [15:0] a,b;
		output [15:0] res;
	my_xor x1(.in1(a[0]), .in2(b[0]), .res(res[0]));
   my_xor x2(.in1(a[1]), .in2(b[1]), .res(res[1]));
   my_xor x3(.in1(a[2]), .in2(b[2]), .res(res[2]));
	my_xor x4(.in1(a[3]), .in2(b[3]), .res(res[3]));
   my_xor x5(.in1(a[4]), .in2(b[4]), .res(res[4]));
   my_xor x6(.in1(a[5]), .in2(b[5]), .res(res[5]));
	my_xor x7(.in1(a[6]), .in2(b[6]), .res(res[6]));
   my_xor x8(.in1(a[7]), .in2(b[7]), .res(res[7]));
   my_xor x9(.in1(a[8]), .in2(b[8]), .res(res[8]));
	my_xor x10(.in1(a[9]), .in2(b[9]), .res(res[9]));
   my_xor x11(.in1(a[10]), .in2(b[10]), .res(res[10]));
   my_xor x12(.in1(a[11]), .in2(b[11]), .res(res[11]));
	my_xor x13(.in1(a[12]), .in2(b[12]), .res(res[12]));
   my_xor x14(.in1(a[13]), .in2(b[13]), .res(res[13]));
   my_xor x15(.in1(a[14]), .in2(b[14]), .res(res[14]));
	my_xor x16(.in1(a[15]), .in2(b[15]), .res(res[15]));
endmodule
==> design/flow/run.sh <==
#!/bin/bash
# OpenROAD 26Q1-2900-gdf79404cd8, Yosys 0.63+post, stock flow scripts
make -C /OpenROAD-flow-scripts/flow DESIGN_CONFIG=/design/flow/config.mk WORK_HOME=/design/flow/orfs finish
==> design/flow/config.mk <==
export PLATFORM = sky130hd
export DESIGN_NAME = threeBit_xor
export DESIGN_NICKNAME = threeBit_xor
export VERILOG_FILES = /design/flow/design.v
export SDC_FILE = /design/flow/constraint.sdc
export NUM_CORES = 4
export LEC_CHECK = 1
export CORE_AREA = 10 10 70 70
export DIE_AREA = 0 0 80 80
==> design/flow/constraint.sdc <==
current_design threeBit_xor

set clk_period 1.0
set clk_io_pct 0.2

create_clock -name clk0 -period $clk_period

set non_clock_inputs [all_inputs -no_clocks]
set_input_delay [expr $clk_period * $clk_io_pct] -clock clk0 $non_clock_inputs
set_output_delay [expr $clk_period * $clk_io_pct] -clock clk0 [all_outputs]
==> out/qor.yml <==
outcome:
  status: "completed"
worst_setup_path:
  critPathSlowestCell: "dlygate4sd2_1"
  required_ps: 800
  arrival_ps: 720
  critPathLaunchType: "primary input"
  crit_path_start: "a[6]"
  end_kind: "output pin"
  worstSetupPathType: "primary input to output pin"
  cp_slowest_stage_delay_ps: 240
  cp_max_fo: 1
  worstPathCellList: "dlygate4sd2_1, xor2_1, buf_2"
final_timing:
  max_freq_mhz: 1090
  tns_ps: 0
  period_needed_ps: 917
  hold-worst-slack_ps: 759
  fin_ws_ps: 83.0
  slew_viol_final: 0
  final_hold_viol_count: 0
  rsz0062_at_grt: "no"
  worst_slew_pin_slew_ps: 130
  relSlewSlack_pct: 91.3
  setup_viol: 0
  fin_crit_sh_pct: 91.7
layout:
  flop-count: 0
  area_growth_pct: 114
  final_area_um2: 558
  final_cells: 110
  drive_above_1_share_pct: 25.0
  nFillCells: 426
  regArea_um2: 0
  nClkBuffers: 0
placement:
  portBuffers: 48
  dp_hpwl_um: 1030
  gp_congestion: 0.693
  placed_cells: 110
  dpl_cell_area_um2: 678
  pre_cts_ws_ps: -549
logic_synthesis:
  yosys_area_um2: 260
  ys_warn_count: 0
  ys_types: 2
  avgSynthCellArea_um2: 8.13
  syn_inst: 32
  synth_area_um2: 260
  postSynthSeqShare_pct: 0
  yosys_cells: 32
detailed_routing:
  vias_per_cell: 2.65
  dr.pass1.iters: 2
  detail-route-antenna-nets: 0
  wirelength_um: 1040
  first_iter_violations: 1
  route.vias.total: 292
  drt-wirelength-per-cell_um: 9.42
  drc: 0
  antenna_cells: 0
grt:
  grt_max_degree: 2
  first_global_vias: 344
  grt.met2_usage_pct: 5.06
  met3_usage_pct: 1.82
  grt_first_pass_wirelength_um: 1480
  grt.busiest_layer: "met2"
  antenna_found_initial: 0
  track_usage_pct: 2.72
  grtUsageMet1_pct: 2.57
  grt_overflow: 0
min_path:
  holdPathEnd: "res[8]"
  min_path_cells: 3
  worstHoldStart: "b[8]"
  hold_class: "primary input to output pin"
die:
  pin_count: 48
  die_area_um2: 6400
  core_area_um2: 3420
  die_x_um: 80
  fp-utilization_pct: 7.62
  die_h_um: 80
  core.rowCount: 21
job:
  drv_cap: 0
  openroad.warnings: 32
clocking:
  hold_buffers: 0
power_and_ir_drop:
  p_leak_nw: 0.300
  power_density_nw_per_um2: 323
  ir_worst_vdd_mv: 0.0610
==> worst max-delay path by stage <==
stage / endpoint / slack, ps / cells past startpoint
4_1_cts: res[6] / 70 / 3
6_report: res[6] / 80 / 3
5_1_grt: res[6] / 50 / 3
==> layout make-up <==
type               instances  area, µm²  area share (%)
well taps                 46       57.6            10.3
repair buffers            48        360            64.6
multi-input cells         16        140            25.1
==> cell usage in the layout (no fill, tap or decap) <==
cell / count
buf_2: 16
xor2_1: 16
dlygate4sd2_1: 32
==> worst max-delay path, delay by kind of cell <==
family,cells,cell delay (ps)
xor+xnor,1,150
buf+inv,2,370
==> kinds of logic (layout without fill, tap and decap cells) <==
kind of cell  count (synthesis)  in the layout  share of synthesized area [%]
xor+xnor                     16             16                           53.8
buf+inv                      16             48                           46.2
==> synthesized netlist by cell type <==
cell type / number / area [µm²]
buf_4: 16 / 120
xor2_1: 16 / 140
==> where the power goes <==
part	switching, mW	internal [mW]
clock network	0	0
logic	0.0511	0.129
registers	0	0
total	0.0511	0.129
==> layer usage <==
metal | part of all wire (%) | vias up
met3 | 14 | 0
met2 | 54 | 22
met4 | 0 | 0
met1 | 31 | 126
met5 | 0 | -
li1 | - | 144
==> metrics by stage <==
step / utilization, % / power (mW)
global placement: 19.9 / 0.298
floorplan: - / 0.114
detailed placement: 19.9 / 0.298
finish: 16.3 / 0.180
CTS: 16.3 / 0.188
global route: 16.3 / 0.202
==> what timing repair did <==
action                     CTS  global route
setup endpoints to repair   16             0
resized                     80             0
setup buffers                0             0
No activity file was given, so power comes from the tool's default toggle rates.
