### flow/run.sh
#!/bin/bash
# OpenROAD 26Q1-2900-gdf79404cd8, Yosys 0.63+post, stock flow scripts
make -C /OpenROAD-flow-scripts/flow DESIGN_CONFIG=/design/flow/config.mk WORK_HOME=/design/flow/orfs finish
### flow/config.mk
export PLATFORM = sky130hd
export DESIGN_NAME = binary_to_7Seg
export DESIGN_NICKNAME = binary_to_7Seg
export VERILOG_FILES = /design/flow/design.v
export SDC_FILE = /design/flow/constraint.sdc
export NUM_CORES = 4
export LEC_CHECK = 1
export CORE_AREA = 10 10 70 70
export DIE_AREA = 0 0 80 80
### flow/constraint.sdc
current_design binary_to_7Seg

set clk_period 2.0
set clk_io_pct 0.2

create_clock -name clk0 -period $clk_period

set non_clock_inputs [all_inputs -no_clocks]
set_input_delay [expr $clk_period * $clk_io_pct] -clock clk0 $non_clock_inputs
set_output_delay [expr $clk_period * $clk_io_pct] -clock clk0 [all_outputs]
### flow/design.v
module binary_to_7Seg(binary, sevenSeg);
	input[3:0] binary;
	output reg[6:0]  sevenSeg;
	always @(binary) begin
		case (binary)
		4'b0000 : begin sevenSeg = 7'b1000000; end 
		4'b0001 : begin sevenSeg = 7'b1111001; end 
		4'b0010 : begin sevenSeg = 7'b0100100; end 
		4'b0011 : begin sevenSeg = 7'b0110000; end 
		4'b0100 : begin sevenSeg = 7'b0011001; end 
		4'b0101 : begin sevenSeg = 7'b0010010; end 
		4'b0110 : begin sevenSeg = 7'b0000010; end 
		4'b0111 : begin sevenSeg = 7'b1111000; end 
		4'b1000 : begin sevenSeg = 7'b0000000; end 
		4'b1001 : begin sevenSeg = 7'b0010000; end 
		4'b1010 : begin sevenSeg = 7'b0001000; end
		4'b1011 : begin sevenSeg = 7'b0000011; end
		4'b1100 : begin sevenSeg = 7'b1000110; end
		4'b1101 : begin sevenSeg = 7'b0100001; end
		4'b1110 : begin sevenSeg = 7'b0000110; end
		4'b1111 : begin sevenSeg = 7'b0001110; end
		default : begin sevenSeg = 7'b1000000; end
	endcase
	end
endmodule
==> deck_impl_summary.md <==
Run Summary

Global routing
  – Grt met2 use: 4.655%
  – First-pass GRT wire length: 1.324 mm
  – GRT Total Usage: 2.382%
  – GRT Residual Overflow: 0
  – Initial antenna violation count: 0
  – Vias in the first global route: 287
  – Met1 global-route usage: 2.713%
  – M3 GR Usage: 0.4545%
  – Gr busiest metal: met2
  – Largest net degree at the start of global routing: 7

Die
  – FP Util: 8.059%
  – CORE AREA: 3416 µm²
  – Die height: 80 µm
  – Die area: 6400 µm²
  – Top-Level Pins: 11
  – Die X: 80 µm
  – Site row count: 21

Critical path
  – Critical path arrival: 1.53 ns
  – Worst setup SP type: primary input
  – Worst setup EP type: primary output
  – Crit path kind: in -> out
  – Worst path required time: 1.60 ns
  – Worst Path Max Fanout: 5

Cells and area
  – Dominant logic cell type in the layout: buf_4
  – Filler cells: 384
  – Seq Cell Count: 0
  – Clock Buffer Count: 0
  – FF/Latch Area: 0 µm²
  – Share of cells above drive strength 1: 45.28%
  – Commonest non-fill, non-tap cells in the layout: 10 x buf_4, 5 x dlygate4sd2_1, 4 x mux2i_1, 4 x nor2_1, 4 x ha_1
  – Layout Utilization: 15.35%
  – Area growth syn-to-layout: 90.45%

Place
  – Post-DP HPWL: 620.5 µm
  – Port Buffers: 11
  – GPL Wtd Cong: 0.8048

Yosys
  – Syn. warnings: 1
  – Synth Seq Share: 0%
  – Post-Synthesis Cells: 32
  – Syn Area/Cell: 8.602 µm²
  – Synthesis area per yosys: 275.3 µm²
  – Area of the mapped netlist: 275.3 µm²
  – Distinct cells, synth: 15
  – Ys cells: 32

Routing
  – Pre-antenna DRT Iters: 3
  – # DRC: 0
  – Routed vias: 287
  – DRT iter0 DRCs: 4
  – DR vias/cell: 2.899
  – Routed Antenna Nets: 0
  – Antenna cells: 0
  – Wire per inst: 7.848 µm
  – Routed WL: 777 µm

Timing
  – Final Max Tran Viols: 0
  – Cycle use final: 96.44%
  – Worst Tran Pin Value: 0.1469 ns
  – Min Tclk post-route: 1.929 ns
  – RSZ-0062 raised after global routing: no
  – Max Fclk: 518.4 MHz
  – Headroom to the max-slew limit: 89.93%
  – # setup viols final: 0
  – Fin. Hold Viols: 0

Power and ir drop
  – VDD IR-drop max: 0.02088 mV
  – Final Power: 89.21 µW
  – Leakage: 0.2597 nW
  – PwrDens: 170.2 nW/µm²

Min path
  – Hold Path End: sevenSeg[4]
  – Hold Path Depth: 5
  – Min-delay src: binary[0]
  – HP Class: in -> out

Job
  – Max-cap viol count: 0
  – OpenROAD warning count: 39

Status
  – Status: finished, final reports clean

Clocking
  – CTS Hold Bufs: 0
[cells by family (layout without fill, tap and decap cells)]
kind of cell	Yosys count	in the layout	synth area share (%)
adders and majority gates	7	7	31.82
muxes	6	6	28.18
buffers and inverters	5	26	9.998
AOI/OAI and AO/OA	6	6	15.45
and+or+nand+nor	8	8	14.55
[how the worst max path moves through the flow]
stage,startpoint,to,slack (ns),depth (start not counted)
6_report,binary[0],sevenSeg[3],0.07,5
5_1_grt,binary[0],sevenSeg[3],0.02,5
4_1_cts,binary[3],sevenSeg[4],-0.05,6
[cell usage after synthesis (all sizes together), types with 2 or more instances]
cell,instances,area share (%)
inv,3,4.1
o21ai,2,3.6
buf,2,5.9
mux2i,4,15
ha,7,32
a22o,2,6.4
nor2,5,6.8
[critical path, stage by stage]
cell             delay, ns
buf_4                 0.13
buf_4                 0.15
ha_2                  0.20
mux4_2                0.46
clkdlybuf4s15_1       0.19
[power breakdown]
group / switching, mW / total (mW) / internal, mW
Combinational: 0.0347 / 0.0892 / 0.0545
Clock: 0 / 0 / 0
Sequential: 0 / 0 / 0
Total: 0.0347 / 0.0892 / 0.0545
[repair_timing]
item                                    CTS  global route
cloned                                    1             0
gates resized                            31             4
pin swaps                                 4             3
endpoints found under the setup margin    7             4
hold endpoints to repair                  0             0
buffers inserted                          0             1
[routing by layer]
metal | vias up | wire (µm) | part of all wire, %
met5 | - | 0 | 0
met4 | 0 | 0 | 0
met3 | 0 | 67 | 8.6
met2 | 6 | 397 | 51
met1 | 128 | 313 | 40
li1 | 153 | - | -
[cell type report]
type | count | area, µm² | share of cell area [%]
multi-input cells | 27 | 264.0 | 50.36
repair buffers | 23 | 188.9 | 36.04
inverters | 3 | 13.76 | 2.625
well taps | 46 | 57.56 | 10.98
[per-stage QoR]
step	instance area (µm²)	TNS (ns)	instances	hold slack [ns]	setup slack (ns)
after global routing	524.3	0	99	1.410	0.02404
after floorplan	275.3	0	32	0.9001	0.3201
final	524.3	0	99	1.332	0.07114
after global placement	501.7	-3.587	97	1.894	-0.7138
after detailed placement	501.7	-3.612	97	1.876	-0.7079
after CTS	515.5	-0.05398	98	1.384	-0.05398
Power figures rest on the tool's default switching activity, not on a simulated workload.
